[constraint.sdc]
current_design alu

set clk_period 13.0
set clk_io_pct 0.2

create_clock -name clk0 -period $clk_period

set non_clock_inputs [all_inputs -no_clocks]
set_input_delay [expr $clk_period * $clk_io_pct] -clock clk0 $non_clock_inputs
set_output_delay [expr $clk_period * $clk_io_pct] -clock clk0 [all_outputs]
[design.v]
module alu(A,B,ALUControl,Result);
	input [31:0] A,B;
	input [2:0] ALUControl;
	output [31:0] Result;
	wire [31:0] a_and_b;
	wire [31:0] a_or_b;
	wire [31:0] not_b;
	wire [31:0] mux1;
	wire [31:0] sum;
	wire [31:0] mux2;
	assign a_and_b = A & B;  
	assign a_or_b = A | B;  
	assign not_b = ~B;  
	assign mux1 = ALUControl[0] ? not_b : B;  
	assign sum = A + mux1 + ALUControl[0];  
	assign mux2 = (ALUControl[1:0] == 2'b00) ? sum :  
		          (ALUControl[1:0] == 2'b01) ? sum :
		          (ALUControl[1:0] == 2'b10) ? a_and_b : a_or_b;
	assign Result = mux2;
endmodule
[run.sh]
#!/bin/bash
# OpenROAD 26Q1-2900-gdf79404cd8, Yosys 0.63+post, stock flow scripts
make -C /OpenROAD-flow-scripts/flow DESIGN_CONFIG=/design/flow/config.mk WORK_HOME=/design/flow/orfs finish
[config.mk]
export PLATFORM = sky130hd
export DESIGN_NAME = alu
export DESIGN_NICKNAME = alu
export VERILOG_FILES = /design/flow/design.v
export SDC_FILE = /design/flow/constraint.sdc
export NUM_CORES = 4
export LEC_CHECK = 1
export CORE_UTILIZATION = 30
==> impl_metrics.env <==
# yosys + openroad results
export IMPL_status="complete, no violations"
export IMPL_postLayoutSetupSlackWorst_ns=3.38
export IMPL_rows=33
export IMPL_io_pins=99
export IMPL_tool_warnings=36
export IMPL_leakage_nw=1.49
export IMPL_insertedDiodeCount=0
export IMPL_grt_setup_unrepaired="false"
export IMPL_critPathKind="in -> out"
export IMPL_clockBufferCount=0
export IMPL_gp_congestion=0.928
export IMPL_antenna_found_initial=0
export IMPL_wl_per_cell_um=12.4
export IMPL_synth_chip_area_um2=2600
export IMPL_synth_area_um2=2600
export IMPL_core_area_um2=8300
export IMPL_fin_crit_ns=9.62
export IMPL_antenna_left=0
export IMPL_fp_util=0.313
export IMPL_overflow=0
export IMPL_layout_drive_gt1_share=0.0355
export IMPL_finalMaxSlewViolations=0
export IMPL_min_path_type="in -> out"
export IMPL_place_worst_setup_slack_ns=3.41
export IMPL_dp_hpwl_mm=5.55
export IMPL_grt_pass1_wl_mm=11.2
export IMPL_setup_viol=0
export IMPL_setup_tns_ns=0
export IMPL_peakVddDrop_mv=0.0276
export IMPL_synth_cell_types=50
export IMPL_cp_data_arrival_time_ns=7.02
export IMPL_drc=0
export IMPL_hold_path_depth=5
export IMPL_grt_use_total=0.149
export IMPL_ys_warn_count=0
export IMPL_grt_max_degree=67
export IMPL_lay_top_cells="clkdlybuf4s50_1 (96), nand2_1 (44), xor2_1 (42), o21ai_0 (38), ha_1 (33)"
export IMPL_fin_crit_sh=0.740
export IMPL_cts_hold_buffers=0
export IMPL_powerDensity_nw_per_um2=58.3
export IMPL_maxCapViolCount=0
export IMPL_die_area_um2=9040
export IMPL_holdCritStartpoint="ALUControl[1]"
export IMPL_cts_resized=0
export IMPL_ys_cells=366
export IMPL_regArea_um2=0
export IMPL_startpoint_type="input port"
export IMPL_ys_seq_share=0
export IMPL_die_h_um=95.1
export IMPL_fmax_mhz=104
export IMPL_drtPass1Iterations=4
export IMPL_port_buffers=98
export IMPL_grt_pass1_vias=2559
export IMPL_finalHoldViolCount=0
export IMPL_relSlewSlack=0.492
export IMPL_drt_wl_total_mm=6.89
export IMPL_tightest_slew_ns=0.762
export IMPL_lay_top_count="clkdlybuf4s50_1"
export IMPL_drtIter0Drc=126
export IMPL_chipWidth_um=95.1
export IMPL_endpoint_kind="output port"
export IMPL_vias=2855
export IMPL_cts_setup_buffers=0
export IMPL_syn_to_final_growth_pct=40.5
export IMPL_postSynthCellCount=366
export IMPL_avgSynthCellArea_um2=7.10
export IMPL_hold_end="Result[7]"
export IMPL_crit_required_ns=10.40
export IMPL_critPathMaxFanout=34
export IMPL_nFlopsAndLatches=0
export IMPL_routed_via_density=5.13
## area by class of cell
class | instances | area, µm²
timing repair buffer | 100 | 986
multi-input combinational | 341 | 2500
fill | 854 | 4650
tap | 105 | 131
inverter | 10 | 37.5
## critical path, stage by stage
cell	delay, ns
buf_2	0.58
buf_4	0.49
xor2_1	0.23
inv_1	0.08
fa_1	0.43
nor2b_1	0.18
o2111ai_1	0.15
a31oi_1	0.26
o21a_1	0.23
a31oi_1	0.14
o21ai_0	0.39
nand3_1	0.14
a32oi_1	0.30
xor2_1	0.17
o21a_1	0.15
clkdlybuf4s50_1	0.46
## stage by stage
stage	util	cell area (µm²)	total power [mW]	instances	hold slack, ns
after floorplan	-	2600	0.129	366	5.29
after global placement	0.440	3650	0.212	556	6.18
after detailed placement	0.440	3650	0.212	556	6.19
after CTS	0.440	3650	0.215	556	6.19
after global routing	0.440	3650	0.238	556	6.26
final	0.440	3650	0.213	556	6.17
## synth_stat cells (all sizes together), types with 2 or more instances
library cell | count | area [µm²]
o31ai | 6 | 50.1
o21bai | 6 | 45.0
nor3 | 6 | 30.0
o21ai | 39 | 199
o21a | 7 | 52.6
nand2b | 3 | 18.8
nor2b | 4 | 25.0
inv | 10 | 37.5
a221o | 2 | 20.0
a31oi | 9 | 77.6
ha | 33 | 413
or2 | 2 | 12.5
xor2 | 42 | 368
a31o | 2 | 17.5
xnor2 | 13 | 114
a21oi | 25 | 136
or3 | 2 | 12.5
nand2 | 44 | 165
and3 | 6 | 37.5
nand3 | 10 | 50.1
maj3 | 28 | 280
a21o | 14 | 105
clkbuf | 14 | 52.6
nand4 | 3 | 18.8
nor2 | 15 | 56.3
a211oi | 2 | 15.0
## power breakdown
group	internal (mW)	total [mW]	switching (mW)
registers	0	0	0
clock network	0	0	0
logic	0.116	0.213	0.0970
## worst max-delay path by stage
| stage | from | to | cells past startpoint |
|---|---|---|---|
| final | ALUControl[0] | Result[28] | 16 |
| after CTS | ALUControl[0] | Result[28] | 16 |
| after global routing | ALUControl[0] | Result[24] | 16 |
## logic make-up (layout without fill, tap and decap cells)
logic type,count (synthesis),after routing,share of synthesized area
AND/OR/NAND/NOR,101,101,0.185
XOR/XNOR,55,55,0.185
AND-OR/OR-AND,121,121,0.307
adder cells (fa/ha/maj),62,62,0.274
buffers and inverters,25,110,0.0390
multiplexers,2,2,0.00962
## per-layer routing
metal	track usage	up-vias	part of all wire
met1	0.230	1265	0.52
met5	0	-	0
li1	-	1517	-
met4	0	0	0
met3	0.0138	0	0.054
met2	0.239	73	0.42
Power figures rest on the tool's default switching activity, not on a simulated workload.
