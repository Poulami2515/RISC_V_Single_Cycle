File: flow/config.mk
export PLATFORM = sky130hd
export DESIGN_NAME = ControlUnit
export DESIGN_NICKNAME = ControlUnit
export VERILOG_FILES = /design/flow/design.v
export SDC_FILE = /design/flow/constraint.sdc
export NUM_CORES = 4
export LEC_CHECK = 1
export CORE_AREA = 10 10 70 70
export DIE_AREA = 0 0 80 80
File: flow/constraint.sdc
current_design ControlUnit

set clk_period 1.8
set clk_io_pct 0.2

create_clock -name clk0 -period $clk_period

set non_clock_inputs [all_inputs -no_clocks]
set_input_delay [expr $clk_period * $clk_io_pct] -clock clk0 $non_clock_inputs
set_output_delay [expr $clk_period * $clk_io_pct] -clock clk0 [all_outputs]
File: flow/design.v
module main_decoder(op, zero, PCSrc, ResultSrc, MemWrite, ALUSrc, ImmSrc, RegWrite, ALUOp, branch);
	input [6:0] op;
	input zero, branch;
	output [1:0] ImmSrc, ALUOp;
	output PCSrc, ResultSrc, MemWrite, ALUSrc, RegWrite;
	assign RegWrite = ((op == 7'b0000011) || (op == 7'b0110011)) ? 1'b1 : 1'b0;
	assign MemWrite = (op == 7'b0100011) ? 1'b1 : 1'b0;
	assign ResultSrc = (op == 7'b0000011) ? 1'b1 : 1'b0;
	assign ALUSrc = ((op == 7'b0100011) || (op ==7'b0000011)) ? 1'b1 : 1'b0;
	assign Branch = (op== 7'b1100011) ? 1'b1: 1'b0;
	assign ImmSrc = (op == 7'b0100011) ? 2'b01 : (op == 7'b1100011) ? 2'b10 : 2'b00;
	assign ALUOp = (op == 7'b0110011) ? 2'b01 : (op == 7'b1100011) ? 2'b10 : 2'b00;
	assign PCSrc = zero & branch;
endmodule
module alu_decoder(ALUOp, op, func3, func7, ALUControl);
	input func7;
	input [7:0] op;
	input [2:0] func3;
	input [1:0] ALUOp;
	output [2:0] ALUControl;
	wire [1:0] concat;
	assign concat = {op[5], func7};
	assign ALUControl = (ALUOp == 2'b00) ? 3'b000: 
						(ALUOp == 2'b01) ? 3'b001: 
						((ALUOp == 2'b10) && (func3 == 3'b010)) ? 3'b101: 
						((ALUOp == 2'b10) && (func3 == 3'b110)) ? 3'b001:
						((ALUOp == 2'b10) && (func3 == 3'b111)) ? 3'b010: 
						((ALUOp == 2'b10) && (func3 == 3'b000) && (concat == 2'b11)) ? 3'b001:
						((ALUOp == 2'b10) && (func3 == 3'b000) && (concat != 2'b11)) ? 3'b000 : 3'b000;
endmodule
module ControlUnit(op, RegWrite, ImmSrc, ALUSrc, MemWrite, ResultSrc, branch, func3, func7, ALUControl);
	input [6:0] op,func7;
	input [2:0]func3;
	output RegWrite, ALUSrc,MemWrite,ResultSrc,branch;
	output [1:0]ImmSrc;
	output [2:0]ALUControl;
	wire [1:0] ALUOp;
	main_decoder MainModule(
	.op(op),
	.RegWrite(RegWrite),
	.ImmSrc(ImmSrc),
	.MemWrite (MemWrite),
	.ResultSrc(ResultSrc),
	.branch(branch),
	.ALUSrc (ALuSrc),
	.ALUOp(ALUOp)
	);
	alu_decoder aluModule(
	.ALUOp(ALUOp),
	.func3(func3),
	.func7(func7),
	.op(op),
	.ALUControl(ALUControl)
	);
endmodule
File: flow/run.sh
#!/bin/bash
# OpenROAD 26Q1-2900-gdf79404cd8, Yosys 0.63+post, stock flow scripts
make -C /OpenROAD-flow-scripts/flow DESIGN_CONFIG=/design/flow/config.mk WORK_HOME=/design/flow/orfs finish
==> results.py <==
# Auto-generated metrics
metrics = {
    "run_status": {
        "outcome": "completed",
    },
    "global_routing": {
        "grt_pass1_vias": 263,
        "grt_max_degree": 6,
        "globalRouteTotalUtil_pct": 2.47,
        "grt_first_pass_wirelength_mm": 1.28,
        "gr-total-overflow": 0,
        "antenna_found_initial": 0,
    },
    "logic_synthesis": {
        "topCellsByArea": "buf_4, nor4_4, nand3b_4",
        "muxShareOfSynthArea_pct": 0,
        "simple_gate_area_share_pct": 67.1,
        "yosys-stat-area_sq_um": 179,
        "synth_top_cell_by_area": "buf_4",
        "ys_cells": 21,
        "ys_types": 16,
        "synthCells": 21,
        "synth_xor_xnor_area_share_pct": 4.90,
        "mappedNetlistArea_sq_um": 179,
        "top_logic_kind": "simple AND/OR/NAND/NOR gates",
        "ys_seq_share_pct": 0,
        "yosysWarnings": 6,
        "synth.cellmix.compoundShare_pct": 11.2,
        "top_cell_area_share_pct": 12.6,
        "avgSynthCellArea_sq_um": 8.52,
        "ys_sh_adder_pct": 0,
    },
    "route": {
        "wirelength_microns": 887,
        "wl_per_cell_microns": 9.44,
        "drtIter0Drc": 1,
        "ant_nets": 0,
        "dr.pass1.iters": 2,
        "vias_per_cell": 2.79,
        "drc": 0,
        "diodes": 0,
        "detailroute.via_count": 262,
    },
    "final_layout": {
        "layout_top_cell": "buf_4",
        "clkbuf_count": 0,
        "final_util_pct": 14.5,
        "fillCellCount": 408,
        "mostFrequentLayoutCells": "buf_4, dlymetal6s2s_1, buf_2, clkbuf_2, dlygate4sd2_1",
        "comb_area_sq_um": 196,
        "seq_area_sq_um": 0,
        "layout-drive-gt1-share_pct": 66.7,
        "syn_to_final_growth_pct": 176,
        "seq_cell_count": 0,
        "fin_cells": 94,
    },
    "timing": {
        "layout_min_cycle_time_ns": 1.75,
        "finalClockPeriodUsage_pct": 97.0,
        "holdWs_ns": 1.13,
        "setup_violations": 0,
        "drv_slew": 0,
        "fmax_ghz": 0.572,
        "hold_viol": 0,
        "fin_setup_tns_ns": 0,
        "rsz0062_at_grt": "yes",
    },
    "pwr": {
        "p_leak_nw": 0.297,
        "power-per-cell-area_mw_per_mm2": 122,
        "peakVddDrop_v": 0.0000418,
    },
    "run": {
        "openroad.warnings": 40,
        "maxCapViolCount": 0,
    },
    "critical_path": {
        "setup.worst_path.class": "input pin to primary output",
        "worst_path_largest_cell_delay_ns": 0.33,
        "crit_slowest_cell": "a2111oi_2",
        "crit_buf_inv": 2,
        "crit_chain": "dlygate4sd2_1 > nor3b_2 > o21ai_2 > a2111oi_2 > buf_2",
        "cp_data_required_time_ns": 1.44,
        "cp.arrival_ns": 1.39,
        "endpoint_kind": "primary output",
        "crit_fanout": 3,
        "cp-start-kind": "input pin",
        "crit_family": "buffers and inverters",
    },
    "floorplanning": {
        "fp-utilization_pct": 5.24,
        "die_w_microns": 80,
        "die_height_microns": 80,
        "core_area_sq_mm": 0.00342,
        "ios": 27,
        "die_area_sq_mm": 0.00640,
        "rows": 21,
    },
    "placement": {
        "hpwl_microns": 722,
        "port_buffers": 19,
        "gp_congestion": 0.792,
        "post-place-cells": 88,
    },
    "min_path": {
        "hold_class": "input pin to primary output",
    },
    "clock_tree": {
        "hold_buffers": 0,
    },
}
## cell families after synthesis
group                     Yosys count
other                               1
AOI/OAI and AO/OA                   2
and+or+nand+nor                    13
xor gates and xnor gates            1
buffers and inverters               4
## power by group
part	internal, mW	total (mW)	switching (mW)	leakage, nW
clock network	0	0	0	0
registers	0	0	0	0
logic	0.0338	0.0602	0.0264	0.297
total	0.0338	0.0602	0.0264	0.297
## per-layer routing
metal  vias to the layer above  global-route usage (%)  wire, microns
met1                       114                    4.09            496
met3                         0                    1.36            124
met4                         0                       0              0
li1                        128                       -              -
met2                        20                    2.65            267
met5                         -                       0              0
## through the flow
stage	setup WS, ns	total power [mW]	instance area [sq um]
6_report	0.0531	0.0602	494
4_1_cts	-0.0907	0.0592	479
2_1_floorplan	0.486	0.0162	183
3_5_place_dp	-0.562	0.0553	438
3_3_place_gp	-0.569	0.0552	438
5_1_grt	-0.0642	0.0650	494
## timing repair
action | 4_1_cts | 5_1_grt
endpoints found under the setup margin | 8 | 7
pin swaps | 4 | 5
buffers inserted | 5 | 1
gates resized | 37 | 15
cloned | 0 | 0
## worst paths after layout
path / cells after the start / to / from / slack [ns]
worst max-delay path: 5 / ALUControl[0] / func3[0] / 0.05
worst min-delay path: 4 / ALUControl[0] / op[4] / 1.13
## cells in the mapped netlist (2+ instances only)
| cell type | instances |
|---|---|
| nor4_1 | 2 |
| buf_4 | 3 |
| and2_2 | 2 |
| nand2b_1 | 2 |
## final cells by class
class | instances | share of cell area [%]
Tap cell | 46 | 11.6
Inverter | 1 | 0.759
Timing Repair Buffer | 29 | 47.8
Multi-Input combinational cell | 18 | 39.7
No activity file was given, so power comes from the tool's default toggle rates.
